**flow/config.mk**
```make
export PLATFORM = sky130hd
export DESIGN_NAME = data_splitter
export DESIGN_NICKNAME = data_splitter
export VERILOG_FILES = /design/flow/design.v
export SDC_FILE = /design/flow/constraint.sdc
export NUM_CORES = 4
export LEC_CHECK = 1
export CORE_UTILIZATION = 30
export SYNTH_HDL_FRONTEND = slang
```
**flow/constraint.sdc**
```tcl
current_design data_splitter

set clk_period 1.0
set clk_io_pct 0.2

create_clock -name clk0 -period $clk_period [get_ports {clk}]

set non_clock_inputs [all_inputs -no_clocks]
set_input_delay [expr $clk_period * $clk_io_pct] -clock clk0 $non_clock_inputs
set_output_delay [expr $clk_period * $clk_io_pct] -clock clk0 [all_outputs]
```
**flow/design.v**
```verilog
module data_splitter #(
    parameter DATA_W = 8,
    parameter NODE_PER_ROW = 4,
    parameter NODE_PER_COL = 4
) (
    input clk,
    input rst,
    input [0:NODE_PER_ROW*NODE_PER_COL-1] valid_i_NoC,
    input [0:DATA_W*NODE_PER_ROW*NODE_PER_COL-1] data_i_NoC,
    input [0:NODE_PER_ROW*NODE_PER_COL-1] off_sigs_i_NoC,
    output  valid_o_NoC[0:NODE_PER_ROW*NODE_PER_COL-1],
    output [0:DATA_W-1] data_o_NoC[NODE_PER_ROW*NODE_PER_COL],
    output  off_sigs_o_NoC[0:NODE_PER_ROW*NODE_PER_COL-1]
    );
genvar i,j;
reg [0:DATA_W-1]  data_out       [NODE_PER_ROW*NODE_PER_COL];
reg               off_sigs_out   [NODE_PER_ROW*NODE_PER_COL];
reg               valid_out      [NODE_PER_ROW*NODE_PER_COL];
for (i = 0; i < NODE_PER_ROW*NODE_PER_COL; i++) begin
    always_ff @(posedge clk) begin : proc_1
        if(rst) begin
               data_out[i]     <= 0; 
               valid_out[i]    <= 0;  
               off_sigs_out[i] <= 0;  
             end
        else begin
                valid_out[i]      <= valid_i_NoC[i];   
                off_sigs_out[i]   <= off_sigs_i_NoC[i];   
                if(valid_i_NoC[i] == 1) begin
                   data_out[i]    <= data_i_NoC[i*DATA_W +: DATA_W];
                end
             end      
        end
end
for (j = 0; j < NODE_PER_ROW*NODE_PER_COL; j++) begin
    assign data_o_NoC[j]     = data_out[j];
    assign off_sigs_o_NoC[j] = off_sigs_out[j];
    assign valid_o_NoC[j]    = valid_out[j];
end
endmodule
```
**flow/run.sh**
```bash
#!/bin/bash
# OpenROAD 26Q1-2900-gdf79404cd8, Yosys 0.63+post, stock flow scripts
make -C /OpenROAD-flow-scripts/flow DESIGN_CONFIG=/design/flow/config.mk WORK_HOME=/design/flow/orfs finish
```
==> reports/metrics.csv <==
metric,value,unit
status,"complete, but fails checks",
failing checks,negative setup slack,
Crit path max-delay family,flip-flops,
"wirelength, routed",15900,um
crit path from,data_out[0][16],
Int Power,0.0128,W
Final Hold Vio Count,0,
Synth Warn #,0,
Residual DRC,0,
"EDFF count, synth",128,
xor+xnor area frac,0,
Yosys chip area,6080,um2
Psw,0.00321,W
Mapped Area,6080,um2
critical path class,reg2out,
syn avg cell area,17.1,um2
Crit-path slowest cell,edfxtp_1,
Worst EP required,800,ps
Die Height,144,um
number of global-route vias before repair,4172,
CP bufs+invs,1,
Worst path max stage delay,390,ps
maximum clock rate,0.879,GHz
hold endpoint,valid_out[1][0],
measured slew at the worst slew-check pin,351,ps
"Seq/Total Area, Yosys",0.738,
IO Pins,322,
post-route cell area,9600,um2
part of the cycle the worst path needs,1.14,
Clock power frac,0.405,
startpoint types,flip-flop,
CP endpoint kind,primary output,
# Cells Yosys,355,
cell chain of the critical path,buf_2,
largest net degree at the start of global routing,36,
WL per Instance,16.0,um
Cell area leaders,"edfxtp_1 63%, and3b_1 18%, dfxtp_1 11%",
DRT antenna net count,0,
PortBufs,321,
Setup WS post-layout,-138,ps
max_cap viols,0,
final tally of setup violations,158,
drt initial violations,144,
FP Util,0.309,
Syn-to-layout area delta,58.0,%
"top cells by count, synth","128 x and3b_1, 128 x edfxtp_1, 32 x dfxtp_1, 28 x nor2b_1, 15 x or2_1",
tool warning count,28,
GR Overflow Total,0,
WHS Path Cells,3,
layout cells sized above 1,0.334,
Adder Area Share,0,
Site Rows,51,
HPWL Detailed,12300,um
DR vias,4182,
Arrival @ worst endpoint,940,ps
Mapped Cells,355,
Fill cells,1767,
DRT Pass-1 Iters,4,
die area,20800,um2
dominant kind of combinational cell,simple AND/OR/NAND/NOR gates,
instance area at placement,9790,um2
Final Core Density,0.488,
"FF+latch count, synth",160,
Dominant cell area share,0.632,
P_leak,4.51,nW
combinational gate area,1440,um2
main flop type,edfxtp_1,
placeable core area,19700,um2
Hold Crit Class,in2reg,
CP Max Fanout,1,
Sink Count,160,
Die X,144,um
Synth mux share,0,
yosys simple share,0.235,
Max-slew headroom,0.766,
pins over their slew limit,0,
cell taking the most area after synthesis,edfxtp_1,
register area,4500,um2
first-pass GRT wire length,22900,um
Sw Share,0.200,
Gate power share,0.105,
aoi share,0,
deepest clock path buffer count,2,
Tot GR Track Use,0.155,
CTS buffer count,17,
Sequential Power Share,0.489,
Unique masters post-synth,11,
ys async rst share,0,
H-tree Lvls,4,
GPL Wtd Cong,0.824,
post-CTS setup buffer count,0,
Final Critical Period,1140,ps
routed vias/inst,4.22,
initial antenna violation count,1,
Power Dens Cells,1670,nW/um2
RSZ-0062 raised after global routing,yes,
CTS Root Cell,clkbuf_16,
Hold Startpoint,rst,
CTS tree,built,
clock slew at reported path FFs,60,ps
Worst IR Drop VDD,1.08,mV
[state kept, by name (all words and copies together), names as in the netlist]
signal,cells
off_sigs_out,16
valid_out,16
data_out,128
[logic make-up after synthesis]
| group | count (synthesis) |
|---|---|
| flops | 160 |
| simple gates | 176 |
| buf+inv | 19 |
[metrics by stage]
| stage | hold slack, ps | std cells | setup TNS (ps) | power (W) | setup WS [ps] |
|---|---|---|---|---|---|
| CTS | 167 | 989 | -16970 | 0.0162 | -173 |
| detailed placement | 621 | 958 | -62060 | 0.0102 | -345 |
| floorplan | 325 | 355 | -4180 | 0.00828 | -49.9 |
| global route | 179 | 989 | -19860 | 0.0167 | -177 |
| finish | 170 | 990 | -12030 | 0.0160 | -138 |
| global placement | 620 | 958 | -59760 | 0.0102 | -315 |
[final cells by class]
type	instances	area share
Antenna cell	1	0.000261
Tap cell	265	0.0345
Timing Repair Buffer	357	0.285
Multi-Input combinational cell	176	0.150
Sequential cell	160	0.468
Clock buffer	18	0.0447
Clock inverter	13	0.0167
[worst min-delay path, stage by stage]
cell and delay [ps]:
buf_4 110, buf_12 170, nor2b_1 60
[power by group through the flow]
stage	registers (W)	clock network [W]	logic [W]
after global routing	0.00788	0.00696	0.00186
final	0.00784	0.00649	0.00169
after CTS	0.00784	0.00667	0.00172
[repair_timing]
| action | CTS | global route |
|---|---|---|
| hold buffers | 0 | 0 |
| gates resized | 517 | 3 |
| endpoints found under the setup margin | 160 | 160 |
[cells in the final DEF (no fill, tap or decap), types with 4 or more instances in the layout]
master,instances
and2b_1,4
and3b_1,128
buf_12,4
buf_2,159
buf_4,33
clkbuf_16,17
clkdlybuf4s50_1,160
dfxtp_1,22
dfxtp_2,10
edfxtp_1,128
inv_6,4
nor2b_1,28
or2_1,9
or2_4,7
[how the worst max path moves through the flow]
| stage | slack [ps] | endpoint | cells past startpoint |
|---|---|---|---|
| finish | -140 | data_o_NoC[104] | 1 |
| global route | -180 | data_o_NoC[104] | 1 |
| CTS | -170 | data_o_NoC[104] | 1 |
[per-layer routing]
layer / GRT usage / share of wire
met1: 0.218 / 0.40
met2: 0.248 / 0.49
met3: 0.0539 / 0.10
met4: 0.0183 / 0.012
met5: 0 / 0
Power is estimated from default activity; no workload was simulated.
